===== /design/flow/config.mk =====
export PLATFORM = sky130hd
export DESIGN_NAME = memory_main
export DESIGN_NICKNAME = memory_main
export VERILOG_FILES = /design/flow/design.v
export SDC_FILE = /design/flow/constraint.sdc
export NUM_CORES = 4
export LEC_CHECK = 1
export CORE_UTILIZATION = 30

===== /design/flow/constraint.sdc =====
current_design memory_main

set clk_period 4.3
set clk_io_pct 0.2

create_clock -name clk0 -period $clk_period [get_ports {Clock}]

set non_clock_inputs [all_inputs -no_clocks]
set_input_delay [expr $clk_period * $clk_io_pct] -clock clk0 $non_clock_inputs
set_output_delay [expr $clk_period * $clk_io_pct] -clock clk0 [all_outputs]

===== /design/flow/design.v =====
module memory_main (addr, data, wr_en, Clock, q);
input [4:0] addr; 
input [15:0] data;
input wr_en, Clock;
output [15:0] q;
reg [15:0] Mem [0:31];
initial 
begin
Mem[ 5'h0] = 16'hf000;
  Mem[ 5'h1d] = 16'h0;
  Mem[ 5'h1e] = 16'h0;
  Mem[ 5'h1f] = 16'h1;
end
assign q = Mem[addr];
always @(posedge Clock)
begin
  if (wr_en) Mem[addr] = data;
end
endmodule

===== /design/flow/run.sh =====
#!/bin/bash
# OpenROAD 26Q1-2900-gdf79404cd8, Yosys 0.63+post, stock flow scripts
make -C /OpenROAD-flow-scripts/flow DESIGN_CONFIG=/design/flow/config.mk WORK_HOME=/design/flow/orfs finish

==> run notes <==
flow finished, numbers: outcome=complete, no violations, Max Slew Vio Count=0, first-pass GRT wire length=68500 µm, Commonest Layout Cell=edfxtp_1, largest net degree at the start of global routing=54, register area=15400 µm², data required time of the critical path=3.44 ns, Die Span X=258 µm, I/O Buffers=38, initial DRC count=467, Leakage=8.06 nW, final total power=10.4 mW, Die ar.=66800 µm², CP Capture Type=output pin, routed wl met2=20100 µm, Final period util=0.975, worst slew pin tran=0.643 ns, arrival time at the worst endpoint=3.33 ns, H-tree lvl count=2, # Cells Yosys=1070, Avg WL per Cell=22.2 µm, root buf cell=clkbuf_16, drt total wl=46200 µm, Worst Hold Depth=2, Total GRT Usage=0.149, Commonest flop=edfxtp_1, Power Density=440 nW/µm², I/O pin cnt=39, Detailed Place HPWL=27800 µm, Post-synth EDFFs=512, area grow syn2layout=19.5%, GP Congestion=0.827, Syn Inst Count=1070, Slew Limit Headroom=0.571, total setup buffers inserted after CTS=0, async set-reset flop share out of synthesis=0, Die Height=258 µm, max_cap viols=0, core region area=64700 µm², YS chip area=19700 µm², via count=10218, Inserted Clock Buffers=48, final setup fails=0, final hold slack=1.12 ns, clock tree sinks=512, Final Hold Viols=0, vias per cell=4.90, CP Launch Point=addr[0], clk buf depth=3, Crit Path Class=in2out, hold_buf cts=0, Metal-1 WL=18000 µm, most instantiated logic cells after routing=512 x edfxtp_1, 256 x mux2i_1, 123 x o22ai_1, number of global-route vias before repair=10593, dpl cells=1998, max FFs per register=512, Final TNS setup=0 ns, Fill cells=5931, GRT Residual Overflow=0, hold path start=data[8], initial antenna violation count=1, maximum VDD drop=308 µV, RSZ-0062 raised after global routing=no, layout cells sized above 1=0.177, tool warnings=25, syn avg cell area=18.4 µm², clock slew at reported path FFs=0.06 ns, Synth Seq Share=0.779, post-route ant nets=0, Fmax achieved=239 MHz, synth warn=1, Initial Utilization=0.305, min Tclk post-route=4.19 ns, Met3 Wirelength=7350 µm, Synth Cell Area=19700 µm², CTS tree=yes, post-route insts no fill=2087, DRC violations left=0, Hold Path Class=in2reg, Core Util, Final=0.364, Crit Path Max Fanout=20, DR pass1 iterations=4, Synth Register Bits=512, num rows=93, top layer in use=met5, post-synth cell types=24, Startpoint Class=primary input, combinational gate area=4150 µm², hold endpoint=Mem[14][8]
==> worst max path at each step <==
| stage | slack (ns) | endpoint | depth (start not counted) |
|---|---|---|---|
| CTS | 0.03 | q[14] | 9 |
| global route | 0.007 | q[7] | 8 |
| finish | 0.11 | q[12] | 9 |
==> stage by stage <==
step / instance area (µm²) / setup slack, ns
after CTS: 23500 / 0.0260
after detailed placement: 21900 / -0.216
after floorplan: 19700 / 0.965
after global placement: 21900 / -0.304
final: 23600 / 0.107
after global routing: 23600 / 0.00719
==> repair_timing <==
action	CTS	global route
endpoints found under the setup margin	5	13
endpoints found under the hold margin	0	0
resized	6	6
==> power breakdown <==
part,internal [mW],switching (mW),total (mW)
clock network,2.48,1.77,4.24
registers,5.55,0.0120,5.56
logic,0.231,0.325,0.556
==> cell type report <==
| type | instances | share of cell area |
|---|---|---|
| Clock inverter | 33 | 0.0152 |
| Timing Repair Buffer | 138 | 0.0589 |
| Antenna cell | 1 | 0.000106 |
| Clock buffer | 55 | 0.0521 |
| Sequential cell | 512 | 0.652 |
| Tap cell | 855 | 0.0454 |
| Multi-Input combinational cell | 493 | 0.176 |
==> kinds of logic (layout without fill, tap and decap cells) <==
family                 Yosys count  count (layout)  synth area share
AOI/OAI and AO/OA              128             128            0.0409
buffers and inverters           65             226            0.0180
other                            0               1                 0
muxes                          256             256             0.130
and+or+nand+nor                109             109            0.0319
DFF                            512             512             0.779
==> synth_stat cells, drive strengths merged (2+ instances only) <==
cell type | count | share of area
nor2 | 29 | 0.0055
or3b | 3 | 0.0013
nor4 | 32 | 0.010
nand3b | 4 | 0.0015
clkbuf | 12 | 0.0025
nand4b | 4 | 0.0018
mux2i | 256 | 0.13
o22ai | 128 | 0.041
nand3 | 2 | 0.00051
nor3 | 4 | 0.0010
nand2 | 18 | 0.0034
buf | 53 | 0.016
edfxtp | 512 | 0.78
or4b | 4 | 0.0022
nand4bb | 6 | 0.0034
==> worst max-delay path, stage by stage <==
cell and delay [ns]:
clkdlybuf4s50_1 0.45, buf_12 0.17, or4b_1 0.51, buf_4 0.23, o22ai_1 0.30, nor4_1 0.10, buf_4 0.15, nand2_1 0.07
clkdlybuf4s50_1 0.47
==> metal layers <==
layer,GRT usage,up-vias
met5,0.0142,-
met4,0.0186,3
met3,0.107,62
met2,0.208,500
met1,0.201,5044
li1,-,4609
Power is estimated from default activity; no workload was simulated.
